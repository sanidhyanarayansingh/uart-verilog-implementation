## design/flow/constraint.sdc

```tcl
current_design uart

set clk_period 2.4
set clk_io_pct 0.2

create_clock -name clk0 -period $clk_period [get_ports {ipclk}]

set non_clock_inputs [all_inputs -no_clocks]
set_input_delay [expr $clk_period * $clk_io_pct] -clock clk0 $non_clock_inputs
set_output_delay [expr $clk_period * $clk_io_pct] -clock clk0 [all_outputs]
```

## design/flow/config.mk

```make
export PLATFORM = sky130hd
export DESIGN_NAME = uart
export DESIGN_NICKNAME = uart
export VERILOG_FILES = /design/flow/design.v
export SDC_FILE = /design/flow/constraint.sdc
export NUM_CORES = 4
export LEC_CHECK = 1
export CORE_UTILIZATION = 30
```

## design/flow/run.sh

```bash
#!/bin/bash
# OpenROAD 26Q1-2900-gdf79404cd8, Yosys 0.63+post, stock flow scripts
make -C /OpenROAD-flow-scripts/flow DESIGN_CONFIG=/design/flow/config.mk WORK_HOME=/design/flow/orfs finish
```

## design/flow/design.v

```verilog
module baud_gen ( count , ipclk , selection );
output integer count ;
input [1:0] selection ;
input ipclk ;
parameter ipclk_freq = 50000000 , baud_rate1 = 4800 , baud_rate2 = 9600 ,  baud_rate3 = 38400 , baud_rate4 = 19200 ;
initial
	count = 0 ;  
always @(posedge ipclk)
 	begin
		case(selection)
			2'b00 : count = 651;
			2'b01 : count = 325;
			2'b10 : count = 163;
			2'b11 : count = 81;
		endcase
	end
endmodule
module uarttransmitter (tx , datain , ready , ipclk );
output reg tx  ;
input [7:0] datain ;
input ipclk , ready ;
reg [7:0] data_temp ;
reg [3:0] bitpos    ;
reg [1:0] state     ;
reg temp ;
parameter idle = 2'b00 , start = 2'b01 , processing = 2'b10 , stop = 2'b11 ;
initial 
  begin
	tx     = 1'bx ;
	state <= idle ;
  end
always @ (posedge ipclk)
 begin
	case(state)
					idle : begin
							if(ready == 1'b1)
								begin
									    	    tx = 1'bx    ;
									    data_temp <= datain  ;
									       bitpos <= 4'b0000 ;
										state <= start   ;
					       			end
					       end
				       start : begin
							       	    tx = 1'b0 ;
								state <= processing ;
					       end
				  processing : begin
								if(bitpos == 4'b1000)
										begin
												    tx = 1'b1 ;
												state <= stop ;
										end
								else
										begin
												    tx = data_temp[bitpos] ;
												bitpos = bitpos + 4'b0001  ;
												state <= processing        ;
										end
					       end
					stop : begin
							      tx = 1'b1 ;
							  state <= idle ;
					       end
				     default : begin
							      tx = 1'b1 ;
						          state <= idle ;
					       end
			endcase
	if ( ready == 1'b0 )
		begin
			tx = 1'bx ;
			state <= idle ;
		end
 end 
endmodule
module uartreceiver (ready , data , rx , ipclk );
output reg ready ;
output reg [7:0] data ;
input rx , ipclk ;
reg [3:0] bitpos ;
reg [1:0] state ;
reg [9:0] temp_data = 0 ;
reg [7:0] data1 ;
parameter idle = 2'b00 , start = 2'b01 , processing = 2'b10 , stop = 2'b11 ;
initial 
  begin
	ready = 1'bx ;
	state <= idle ;
  end
always @ (posedge ipclk)
 begin
		case(state)
			idle : begin
					state  <= start   ;
					 ready  = 1'b0    ;
					bitpos <= 4'b0000 ;
					   data = 8'bx ;
			       end
		       start : begin
					temp_data[0] = rx ;
					if(temp_data == 0)
						begin
							state <= processing ;
							bitpos = bitpos + 4'b0001 ;
						end
					else
							state <= start ;
			       end
		  processing : begin
					temp_data[bitpos] = rx    ;
					bitpos = bitpos + 4'b0001 ;
					if(temp_data[9] == 1 )
						begin
							state <= stop ;
						end
					else
						begin
						        data1[bitpos-2]  = temp_data[bitpos-1];
						                state  <= processing ;
						end
			       end 		
    		       stop  : begin
				  	   ready = 1'b1 ;
					   data <= data1 ;
					  state <= idle ;
		       	       end
    		     default : begin
					 ready = 1'b0 ;
	          		        state <= idle ;
			       end
		endcase
 end
endmodule
module uart ( tx , datain , ipclk , readyop , data , selection , readyip ) ;
output tx , readyop ;
output [7:0] data ;
input ipclk ;
input [7:0] datain ;
input [1:0] selection ;
input readyip ;
baud_gen        x1 ( .count(count) , .ipclk(ipclk) , .selection(selection) );
uarttransmitter x2 (.tx(tx) , .datain(datain) , .ready(readyip) , .ipclk(ipclk) );
uartreceiver    x3 (.ready(readyop) , .data(data) , .rx(tx) , .ipclk(ipclk) );
endmodule 
module uarttb() ;
wire tx , readyop ;
wire [7:0] data ;
reg ipclk ;
reg [7:0] datain ;
reg [1:0] selection ;
reg readyip ;
uart u1 ( .tx(tx) , .datain(datain) , .ipclk(ipclk) , .readyop(readyop) , .data(data) , .selection(selection) , .readyip(readyip)) ;
initial 
	ipclk = 0 ;
always 
	#20 ipclk = ~ipclk ;
initial
 begin 
	datain    = 8'b10101010;
  	selection = 2'b01;
	readyip   = 1'b1 ;	
 end
initial 
 #500 readyip = 1'b0 ;
endmodule
```

==> Table 3: Implementation characteristics <==
Characteristics after synthesis and place and route

Parameter                              Value

Critical path
  CP top delay family    simple AND/OR/NAND/NOR gates
  Critical-path cell list    buf_4 -> nand3_1 -> xor2_1 -> buf_4 -> xor2_4 -> and3b_2 -> inv_2 -> ha_4 -> or4b_4 -> nor3_2 -> a31oi_1 -> or3_4 -> or3_4 -> nor2_1 -> mux2_2
  Timing startpoint of the critical path    x3.bitpos[0]
  R2r startpoint    x3.bitpos[0]
  Crit Path Category    register to register
  Highest fanout seen on the critical path    8
  Standard cell with the maximum stage delay on the critical path    or4b_4
  Arrival @ worst endpoint    just under 4 ns
  Kind of launch point of the worst setup path    register
  Stage delay of the slowest cell on the critical path    ~0.45 ns
  Worst Path Required    2.45 ns
  Type of destination of the critical path    register
  Count of buffer and inverter cells on the critical path    3

Global route
  Maximum number of pins on one net before global-route repair    20
  Vias in the first global route    around 2200
  Overall track demand over capacity in global routing    a little over an eighth
  GR Overflow Total    0
  Global-route wire length before repair    between 10000 and 15000 um
  Number of antenna violations at the first check in global routing    0

STA
  Max-slew violation count    0
  Maximum achievable frequency    around 0.26 GHz
  Final clock skew    0.0115 ns
  Count of final hold-check violations    0
  Max-slew headroom    a little over three fifths
  Final period utilization    160%
  Setup slack of the critical path after layout    -1.45 ns
  Slew of the pin with the lowest slew margin    0.554 ns
  Finish-stage setup viols    8
  Unrepaired setup endpoints after global routing    true
  Smallest hold slack    0.454 ns
  Time the worst path needs with I/O delays and setup    around 3.8 ns

Pwr
  Power density normalized to cell area    between 500 and 600 nW/um^2
  Worst IR drop on VDD    519 uV
  Leakage power    approximately 0.0014 uW

Floorplanning
  Die width    about 100 um
  Count of standard-cell rows    35
  Die boundary height    roughly 100 um
  Die footprint    between 10000 and 15000 um^2
  Floorplan core density    between 30 and 40%
  Number of top-level pins    22
  Placeable core region    a little over 9000 um^2

Place
  Post-detailed-placement half-perimeter wirelength    4380 um
  RD Place Congestion    between 0.9 and 1
  Port Buf Inserts    19
  Placed Cells    between 400 and 500

Drt
  Antenna cell count    0
  Routed wire per std cell    between 10 and 15 um
  Length of the first detailed-routing pass in iterations    4
  Number of vias per cell after detailed routing    between 4 and 5
  Iter 0 DRT Violations    roughly 95
  Post-Route WL    approximately 5900 um
  Antenna Violating Nets Remaining    0
  DRC errors left    0
  Total via count in the routed design    ~2200

Synth
  Warning count from the yosys run    5
  Average size of a mapped cell    11.5 um^2
  Most instantiated flip-flop cell in the synthesis netlist    edfxtp_1
  Number of different library cells in the post-synthesis netlist    56
  Cells after Synth    roughly 250
  #FFs+latches synth    48
  Netlist area before placement    slightly below 3000 um^2
  Seq/Total Area, Yosys    about half
  Flip-flops with a built-in enable    44
  Area of the synthesized netlist per yosys stat    about 2900 um^2
  Share of flip-flops with an asynchronous set or reset after synthesis    0%
  Yosys stat cell total    around 250

Flow run
  Total number of warnings across the stage logs    ~45
  Number of violations of the max-capacitance limit    0

Hold path
  Worst min path class    register to register
  Origin of the worst min-delay path    x3.data1[4]

Clocking
  Skew-Pair Late Insertion Delay    roughly 0.3 ns
  Number of buffers added to fix hold violations after cts    0
  Number of H-tree branching levels    2
  Number of clock sinks    ~48
  CTS Root Buffer Type    clkbuf_8
  Clock-pin slew of the registers on the worst-case setup and hold paths    approximately 0.10 ns
  Largest buffer count on any clock path    2
  Clock tree from TritonCTS    built
  TritonCTS buffer count    5

Layout
  Non-Filler Instances    roughly 450
  Comb area    1520 um^2
  Area delta synth->final    34.3%
  Core Util, Final    about two fifths
  Sequential standard cell area    between 1000 and 1500 um^2
  Number of fillers in the final layout    around 900
  Layout cells sized above 1    between 30% and 40%

Outcome
  Outcome    complete, but fails checks
  Failing checks    negative setup slack
==> where the power goes <==
group          internal, uW  switching (uW)
registers              1010            88.6
clock network           419             287
logic                   186             139
==> layer usage <==
layer  track usage (%)  vias to the layer above  wire length [um]
met1              21.2                     1029              2970
met5                 0                        -                 0
met2              20.2                       44              2620
met4              1.23                        0                46
li1                  -                     1072                 -
met3              2.41                        5               245
==> registers in the layout (all words and copies together), names as in the netlist, named ones only <==
signal / count
x3.temp_data: 10
x2.bitpos: 4
x3.state: 1
x3.bitpos: 4
x2.data_temp: 8
x2.tx: 1
x3.data: 8
x3.data1: 8
x3.ready: 1
x2.state: 2
==> cell usage in the layout (no fill, tap or decap), drive strengths merged, types with 3 or more instances in the layout <==
cell type | Yosys | layout
buf | 5 | 49
a21boi | 3 | 3
nand3 | 7 | 7
ha | 25 | 25
nor2 | 16 | 16
and3b | 3 | 3
xnor2 | 5 | 5
mux2 | 11 | 11
or3 | 4 | 4
a31oi | 4 | 4
clkbuf | 1 | 5
nand2b | 4 | 4
clkdlybuf4s50 | 0 | 19
a31o | 4 | 4
nand4 | 4 | 4
edfxtp | 44 | 44
and2 | 5 | 5
and4b | 3 | 3
xor2 | 6 | 6
nor3 | 7 | 7
a21oi | 5 | 5
nand2 | 14 | 14
dfxtp | 4 | 4
nor4 | 5 | 5
inv | 21 | 22
o21ai | 12 | 12
==> layout make-up <==
| type | count | area share (%) |
|---|---|---|
| inverter | 21 | 2.22 |
| timing repair buffer | 68 | 14.9 |
| multi-input combinational | 176 | 39.1 |
| sequential | 48 | 36.1 |
| clock buffer | 5 | 1.77 |
| tap | 129 | 4.15 |
| clock inverter | 3 | 1.77 |
==> cells by family (layout without fill, tap and decap cells) <==
| family | count (synthesis) | after routing | synth area share (%) |
|---|---|---|---|
| simple gates | 79 | 79 | 15.8 |
| flops | 48 | 48 | 48.4 |
| compound gates | 46 | 46 | 11.5 |
| buf+inv | 27 | 97 | 3.67 |
| fa+ha+maj | 25 | 25 | 10.8 |
| mux | 15 | 15 | 6.53 |
| xor+xnor | 11 | 11 | 3.33 |
==> cells in the mapped netlist, drive strengths merged, types with 2 or more instances <==
cell | n | area share, %
mux2i | 2 | 0.69
xor2 | 6 | 1.8
inv | 21 | 2.7
xnor2 | 5 | 1.5
o21a | 2 | 0.52
nor2b | 2 | 0.43
buf | 5 | 0.82
nor3 | 7 | 1.6
nand2b | 4 | 0.86
nand2 | 14 | 1.8
and4b | 3 | 1.0
edfxtp | 44 | 46
a31o | 4 | 1.2
nor2 | 16 | 2.2
mux4 | 2 | 1.6
ha | 25 | 11
a21boi | 3 | 0.78
o21ai | 12 | 2.1
o31ai | 2 | 0.52
nand4 | 4 | 0.86
or3 | 4 | 1.4
nand3 | 7 | 1.2
a21oi | 5 | 0.86
mux2 | 11 | 4.3
a31oi | 4 | 1.4
and2 | 5 | 1.1
a22oi | 2 | 0.52
and3b | 3 | 0.91
nor4 | 5 | 1.1
dfxtp | 4 | 2.8
a211oi | 2 | 0.52
==> through the flow <==
stage	instance area, um^2	worst slack [ns]	TNS [ns]	power (uW)
2_1_floorplan	2960	-1.69	-11.76	1330
6_report	3890	-1.45	-10.45	2130
5_1_grt	3890	-1.60	-11.99	2240
3_3_place_gp	3600	-1.44	-10.85	1450
3_5_place_dp	3600	-1.49	-10.97	1450
4_1_cts	3790	-1.47	-10.97	2160
==> final timing paths <==
check,to,slack (ns),depth (start not counted)
setup / recovery,x3.data1[2],-1.45,15
hold / removal,x3.data[4],0.45,0
setup reg to reg,x3.data1[2],-1.45,15
hold reg to reg,x3.data[4],0.45,0
==> worst register-to-register path: stages, from the launching register on <==
cell and delay (ns):
edfxtp_1 0.43, buf_4 0.19, nand3_1 0.11, xor2_1 0.18
buf_4 0.18, xor2_4 0.16, and3b_2 0.22, inv_2 0.05
ha_4 0.25, or4b_4 0.45, nor3_2 0.12, a31oi_1 0.05
or3_4 0.35, or3_4 0.40, nor2_1 0.12, mux2_2 0.34
==> repair_timing <==
action	in CTS	in global routing
pin swaps	3	8
resized	8	18
setup buffers	2	4
endpoints found under the setup margin	16	17
No activity file was given, so power comes from the tool's default toggle rates.
